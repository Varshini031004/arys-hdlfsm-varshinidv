<file path="flow/design.v">
module fault_fsm_mealy (
  input  logic clk,
  input  logic reset,
  input  logic [15:0] cell_voltage [4],
  input  logic [15:0] current,
  input  logic [7:0]  temp_flag [4],
  input  logic [3:0]  mask,
  output logic [1:0]  state,
  output logic        shutdown_signal
);
  parameter int VOLTAGE_MIN = 3000;
  parameter int VOLTAGE_MAX = 4200;
  parameter int CURRENT_MAX = 1000;
  parameter int TEMP_MAX = 80;
  parameter int IMBALANCE_THRESHOLD = 100;
  parameter int DEBOUNCE_LIMIT = 5;
  typedef enum logic [1:0] {
    NORMAL   = 2'b00,
    WARNING  = 2'b01,
    FAULT    = 2'b10
  } state_t;
  state_t current_state, next_state;
  logic fault_oc, fault_ot, fault_ov, fault_uv, fault_imb;
  logic [2:0] debounce_counter;
  logic [15:0] max_voltage, min_voltage;
  always_comb begin
    max_voltage = cell_voltage[0];
    min_voltage = cell_voltage[0];
    fault_oc = (current > CURRENT_MAX);
    fault_ot = 0;
    fault_ov = 0;
    fault_uv = 0;
    for (int i = 0; i < 4; i++) begin
      if (!mask[i]) begin
        if (cell_voltage[i] > VOLTAGE_MAX) fault_ov = 1;
        if (cell_voltage[i] < VOLTAGE_MIN) fault_uv = 1;
        if (temp_flag[i] > TEMP_MAX) fault_ot = 1;
        if (cell_voltage[i] > max_voltage) max_voltage = cell_voltage[i];
        if (cell_voltage[i] < min_voltage) min_voltage = cell_voltage[i];
      end
    end
    fault_imb = ((max_voltage - min_voltage) > IMBALANCE_THRESHOLD);
  end
  logic any_fault;
  assign any_fault = fault_oc | fault_ot | fault_ov | fault_uv | fault_imb;
  always_ff @(posedge clk or posedge reset) begin
    if (reset) begin
      current_state <= NORMAL;
      debounce_counter <= 0;
    end else begin
      current_state <= next_state;
      if (any_fault)
        debounce_counter <= debounce_counter + 1;
      else
        debounce_counter <= 0;
    end
  end
  always_comb begin
    next_state = current_state;
    case (current_state)
      NORMAL:  if (any_fault) next_state = WARNING;
      WARNING: if (debounce_counter >= DEBOUNCE_LIMIT) next_state = FAULT;
      FAULT:   if (!any_fault) next_state = NORMAL; 
    endcase
  end
  assign shutdown_signal = (current_state == FAULT && fault_oc &&   debounce_counter >= DEBOUNCE_LIMIT);
  assign state = current_state;
endmodule
</file>
<file path="flow/run.sh">
#!/bin/bash
# OpenROAD 26Q1-2900-gdf79404cd8, Yosys 0.63+post, stock flow scripts
make -C /OpenROAD-flow-scripts/flow DESIGN_CONFIG=/design/flow/config.mk WORK_HOME=/design/flow/orfs finish
</file>
<file path="flow/config.mk">
export PLATFORM = sky130hd
export DESIGN_NAME = fault_fsm_mealy
export DESIGN_NICKNAME = fault_fsm_mealy
export VERILOG_FILES = /design/flow/design.v
export SDC_FILE = /design/flow/constraint.sdc
export NUM_CORES = 4
export LEC_CHECK = 1
export CORE_UTILIZATION = 30
export SYNTH_HDL_FRONTEND = slang
</file>
<file path="flow/constraint.sdc">
current_design fault_fsm_mealy

set clk_period 1.8
set clk_io_pct 0.2

create_clock -name clk0 -period $clk_period [get_ports {clk}]

set non_clock_inputs [all_inputs -no_clocks]
set_input_delay [expr $clk_period * $clk_io_pct] -clock clk0 $non_clock_inputs
set_output_delay [expr $clk_period * $clk_io_pct] -clock clk0 [all_outputs]
</file>
==> out/qor.yml <==
peakVddDrop_uv: 400
drtAntennaViolNets: 0
antenna_cells: 0
design_power_total_w: 0.00555
final-instance-count-excl-fill: 1232
top_area_cell: "ha_1"
ys_area_mm2: 0.00479
max_slew.worst_pin.slew_ns: 0.852
coreArea_mm2: 0.0154
maxSlewViolCount: 0
grt_pass1_wl_mm: 28.4
fillers: 1261
yosysMostFrequentCell: "ha_1"
warnings: 31
rr_startpoint: "debounce_counter[0]"
top_cells_by_count: "ha_1 (97), nor2_1 (83), a21oi_1 (82)"
required_ns: 1.94
insertion_delay_ns: 0.23
avgSynthCellArea_um2: 7.35
clk_pin_slew_ns: 0.03
cts-htree-levels: 1
clock_skew_ns: 0.000439
relSlewSlack: 0.427
reg2reg_depth: 8
power_density_mw_per_mm2: 603
crit_type: "primary input to flip-flop"
ys.flops: 5
fin_area_mm2: 0.00922
min_path_type: "primary input to async pin"
fin_ws_ns: -6.26
tns_ns: -30.45
drt-wirelength-per-cell_um: 14.8
path_common_cell: "buf_6"
drc: 0
viasPerCell: 5.10
netlist_area_mm2: 0.00479
grt_pass1_vias: 5877
yosys_warnings: 0
r2r_end: "state[0]"
setup_violations: 5
cts_sinks: 5
edf_count: 0
drt_iter0_markers: 297
slowest_delay_ns: 0.42
antenna_found_initial: 0
firstDrtPassIters: 5
top_area_frac: 0.253
finalCriticalPeriod_ns: 8.06
dp_cells: 1186
end_kind: "flip-flop"
grt.total_usage: 0.219
dp_hpwl_mm: 14.5
ys_seq_share: 0.0261
rsz0062_at_grt: "true"
post-route-util: 0.600
die_area_mm2: 0.0165
status: "finished, violations left"
place_area_mm2: 0.00808
tritoncts: "built"
ys_types: 80
topCellsByArea: "ha_1 (25%), a21oi_1 (8.6%), mux2i_1 (7.9%)"
cellLeakagePower_nw: 4.24
io_buffer_count: 120
critPathLaunchType: "primary input"
startpoint: "cell_voltage[49]"
max_cap_violations: 0
cts_root_buffer: "clkbuf_16"
crit_slowest_cell: "or3_4"
ios: 121
cp_max_fo: 5
reg2reg_slack_ns: 0.05
die_h_um: 128
violations: "negative setup slack"
yosys_cells: 652
final_layout_size_suffix_gt1_frac: 0.450
synth-async-reset-ratio: 1.00
initial_core_util: 0.312
fmax_mhz: 124
post-route-period-util: 4.48
cts_buffers: 3
gr-total-overflow: 0
clk_path_buf_depth: 2
synthCells: 652
area_growth_pct: 92.3
place_congestion: 0.956
core.rowCount: 45
grt_start_max_net_pins: 22
vias: 6278
routed_wl_mm: 18.3
worst_ep_arrival_time_ns: 8.20
hold_viol_final: 0
die_x_um: 128
synth-main-ff-cell: "dfrtp_1"
-- area by class of cell --
class,instances,area [µm²],area share
clock buffer,4,78.8,0.00855
tap,211,264,0.0286
timing repair buffer,380,3270,0.354
inverter,66,263,0.0285
sequential,5,125,0.0136
multi-input combinational,566,5220,0.566
-- power by group --
group,switching [W],leakage [nW],internal [W]
combinational,0.00228,4.15,0.00275
clock,0.0000721,0.0382,0.000293
sequential,0.0000281,0.0516,0.000139
total,0.00238,4.24,0.00318
-- repair_timing --
item	in CTS	in global routing
setup buffers	25	13
gates resized	118	169
hold buffers	0	0
setup endpoints to repair	6	6
pin swaps	44	49
cloned	3	2
-- how the worst max path moves through the flow --
stage / endpoint
4_1_cts: state[1]
5_1_grt: state[1]
6_report: state[1]
-- cell usage in the layout (no fill, tap or decap), types with 6 or more instances in the layout --
| cell type | synthesis | layout |
|---|---|---|
| inv_2 | 0 | 9 |
| nor2b_1 | 7 | 6 |
| dlymetal6s2s_1 | 0 | 6 |
| ha_4 | 0 | 30 |
| dlygate4sd2_1 | 0 | 7 |
| inv_1 | 66 | 51 |
| buf_4 | 1 | 241 |
| o21ai_0 | 28 | 18 |
| o21ai_1 | 4 | 9 |
| o21a_1 | 8 | 7 |
| nand2_1 | 23 | 21 |
| nor2_4 | 0 | 7 |
| nand3_1 | 11 | 9 |
| a21o_1 | 11 | 11 |
| buf_6 | 1 | 25 |
| nor4_1 | 11 | 8 |
| a21oi_2 | 0 | 23 |
| mux2i_1 | 38 | 31 |
| clkbuf_2 | 0 | 9 |
| nor2_2 | 0 | 7 |
| o211ai_1 | 13 | 13 |
| nor3_1 | 7 | 6 |
| nor2_1 | 83 | 69 |
| a21oi_1 | 82 | 58 |
| clkdlybuf4s50_1 | 0 | 77 |
| nand4_1 | 16 | 16 |
| nand2b_1 | 7 | 7 |
| ha_1 | 97 | 65 |
| o31a_1 | 6 | 6 |
| mux2_4 | 7 | 14 |
| inv_4 | 0 | 6 |
-- sequential cells by signal (all words and copies together), names as in the netlist --
name / flops
state: 2
debounce_counter: 3
-- through the flow --
step,hold slack [ns],setup slack [ns]
6_report,0.342,-6.26
5_1_grt,0.363,-6.61
4_1_cts,0.349,-6.38
3_5_place_dp,0.529,-7.26
3_3_place_gp,0.533,-7.28
2_1_floorplan,0.139,-6.08
-- layer usage --
layer | global-route usage | share of wire | wire [µm] | vias to the layer above
li1 | - | - | - | 3219
met1 | 0.332 | 0.51 | 9370 | 2934
met2 | 0.362 | 0.45 | 8130 | 121
met3 | 0.0110 | 0.037 | 683 | 4
met4 | 0.00415 | 0.0040 | 73 | 0
met5 | 0 | 0 | 0 | -
-- cells by family after synthesis --
logic type | after synthesis | synth area share
compound gates | 216 | 0.315
xor+xnor | 5 | 0.00914
fa+ha+maj | 98 | 0.257
buf+inv | 83 | 0.0702
flops | 5 | 0.0261
mux | 57 | 0.130
simple gates | 188 | 0.193
-- critical path: cells and delay by family --
kind                     cells  cell delay [ns]
AND/OR/NAND/NOR              8             1.59
multiplexers                 3             0.88
adder cells (fa/ha/maj)      4             1.09
buffers and inverters        7             1.02
AND-OR/OR-AND               18             3.26
No activity file was given, so power comes from the tool's default toggle rates.
