## /design/flow/run.sh

```bash
#!/bin/bash
# OpenROAD 26Q1-2900-gdf79404cd8, Yosys 0.63+post, stock flow scripts
make -C /OpenROAD-flow-scripts/flow DESIGN_CONFIG=/design/flow/config.mk WORK_HOME=/design/flow/orfs finish
```

## /design/flow/constraint.sdc

```tcl
current_design fault_fsm_moore

set clk_period 2.2
set clk_io_pct 0.2

create_clock -name clk0 -period $clk_period [get_ports {clk}]

set non_clock_inputs [all_inputs -no_clocks]
set_input_delay [expr $clk_period * $clk_io_pct] -clock clk0 $non_clock_inputs
set_output_delay [expr $clk_period * $clk_io_pct] -clock clk0 [all_outputs]
```

## /design/flow/design.v

```verilog
module fault_fsm_moore (
    input  logic clk,
    input  logic reset,
    input  logic [15:0] cell_voltage [4],
    input  logic [15:0] current,
    input  logic [7:0]  temp_flag [4],
    input  logic [3:0]  mask,
    output logic [1:0]  state,
    output logic shutdown_signal
);
  parameter int VOLTAGE_MIN = 3000;
  parameter int VOLTAGE_MAX = 4200;
  parameter int CURRENT_MAX = 1000;
  parameter int TEMP_MAX = 80;
  parameter int IMBALANCE_THRESHOLD = 100;
  parameter int DEBOUNCE_LIMIT = 5;
  typedef enum logic [1:0] {
    NORMAL    = 2'b00,
    WARNING   = 2'b01,
    FAULT     = 2'b10,
    SHUTDOWN  = 2'b11
  } state_t;
  state_t current_state, next_state;
  logic fault_oc, fault_ot, fault_ov, fault_uv, fault_imb;
  logic [2:0] debounce_counter;
  logic [15:0] max_voltage, min_voltage;
  always_comb begin
    max_voltage = cell_voltage[0];
    min_voltage = cell_voltage[0];
    fault_oc = 0;
    fault_ot = 0;
    fault_ov = 0;
    fault_uv = 0;
    for (int i = 0; i < 4; i++) begin
      if (!mask[i]) begin
        if (cell_voltage[i] > VOLTAGE_MAX)
          fault_ov = 1;
        if (cell_voltage[i] < VOLTAGE_MIN)
          fault_uv = 1;
        if (temp_flag[i] > TEMP_MAX)
          fault_ot = 1;
        if (cell_voltage[i] > max_voltage)
          max_voltage = cell_voltage[i];
        if (cell_voltage[i] < min_voltage)
          min_voltage = cell_voltage[i];
      end
    end
    fault_oc = (current > CURRENT_MAX);
    fault_imb = ((max_voltage - min_voltage) > IMBALANCE_THRESHOLD);
  end
  logic any_fault;
  assign any_fault = fault_oc | fault_ot | fault_ov | fault_uv | fault_imb;
  always_ff @(posedge clk or posedge reset) begin
    if (reset) begin
      current_state <= NORMAL;
      debounce_counter <= 0;
    end else begin
      current_state <= next_state;
      if (any_fault)
        debounce_counter <= debounce_counter + 1;
      else
        debounce_counter <= 0;
    end
  end
  always_comb begin
    next_state = current_state;
    shutdown_signal = 0;
    case (current_state)
      NORMAL: if (any_fault) next_state = WARNING;
      WARNING: if (debounce_counter >= DEBOUNCE_LIMIT) next_state = FAULT;
      FAULT: if (fault_oc && debounce_counter >= DEBOUNCE_LIMIT) next_state = SHUTDOWN;
      SHUTDOWN: shutdown_signal = 1;
    endcase
  end
  assign state = current_state;
endmodule
```

## /design/flow/config.mk

```make
export PLATFORM = sky130hd
export DESIGN_NAME = fault_fsm_moore
export DESIGN_NICKNAME = fault_fsm_moore
export VERILOG_FILES = /design/flow/design.v
export SDC_FILE = /design/flow/constraint.sdc
export NUM_CORES = 4
export LEC_CHECK = 1
export CORE_UTILIZATION = 30
export SYNTH_HDL_FRONTEND = slang
```

==> results_slide.txt <==
Key Metrics from the Run

Outcome
  • Run status: complete, but fails checks
  • Violated checks: negative setup slack

CTS
  • Clk sinks: 5
  • Inserted Clock Buffers: 3
  • Latency at later pin: between 0.2 and 0.25 ns
  • H-Tree Depth: 1
  • CTS tree: built
  • Clock buffer depth: 2
  • Clk slew on worst S/H paths: 0.03 ns
  • Post-CTS Hold Fix Bufs: 0
  • Clock Tree Root: clkbuf_16

STA
  • Unrepaired setup endpoints after global routing: true
  • Max_slew headroom: 67.96%
  • Post-layout worst setup margin: -6.192 ns
  • Final TNS setup: -30.42 ns
  • Final tally of hold violations: 0
  • Achievable Freq: roughly 120 MHz
  • Fin crit period: roughly 8.4 ns
  • Clock skew: just over 0.003 ns
  • Tightest Pin Transition: 0.4732 ns
  • Ratio of final minimum period to clock period: 381.5%
  • Final setup vio count: 5
  • Slew Limit Fails: 0

Detailed routing
  • Wire per inst: 16.36 microns
  • DR vias: between 7000 and 8000
  • WL final: 22.82 mm
  • Antenna Diode Count: 0
  • Post-route DRC violation count: 0
  • ANT nets after route: 0
  • 1st-iter DRT viols: 501
  • Total iterations of the first detailed-routing run: 7
  • Vias per inst: 5.526

Synthesis
  • Cells in synth_stat.txt: 781
  • Post-synth top cells: ha_1, inv_1, a21oi_1, nand2_1, o211ai_1
  • Area leader share: around 22%
  • Asr flop ratio synth: 100.0%
  • FA/HA/MAJ Cells, Area Fraction: between 20% and 30%
  • Simple-Gate Area Share: 22.02%
  • XORs/XNORs by Area: less than 1%
  • Post-synth EDFFs: 0
  • Dominant cell type by area after synthesis: ha_1
  • Registers, synthesis: 5
  • Synth Cell Area: 5653 sq um
  • Post-Syn Instances: slightly below 800
  • Logic family by area: AND-OR/OR-AND gates
  • Area figure in the yosys stat output: between 5000 and 6000 sq um
  • Most used flip-flop cell: dfrtp_1
  • Ao+oa area frac: 33.60%
  • Synth top cell by count: ha_1
  • Syn_area_per_cell: 7.238 sq um
  • Yosys warnings: 0
  • Synth area leaders: ha_1, mux2i_1, o211ai_1, a21oi_1, inv_1
  • Synth cell types: around 68
  • Mux share: about 11%
  • Synth Seq Share: 2.213%

Critical path
  • CP arrival: 8.50 ns
  • CP startpoint kind: primary input
  • Cell mode on critical path: buf_6
  • Setup CP Type: primary input to register
  • Slowest stage delay, CP: 0.42 ns
  • Crit path capture: state[1]
  • RR Startpoint: debounce_counter[0]
  • Crit Path Max Fanout: 7
  • Reg2Reg Setup Slack: ~0.46 ns
  • Slowest CP cell: or4_4
  • Worst reg2reg path depth: 6
  • RR Endpoint: state[1]
  • Crit path DRT: roughly 2.3 ns
  • Crit end category: register
  • Worst Setup SP: cell_voltage[54]

Global routing
  • Gr usage total: 23.57%
  • Vias in the first global route: 7188
  • Gr busiest metal: met2
  • Initial antenna violation count: 0
  • M1 GR Usage: 35.93%
  • Pin count of the biggest net entering global routing: 35
  • M2 GR Usage: 37.37%
  • Grt total ovfl: 0
  • First-pass GRT wire length: about 37 mm
  • GR Util met3: 1.613%

Die
  • Die Ht: ~140 microns
  • Die W: 139.3 microns
  • Core Area: about 18000 sq um
  • IO Pins: 121
  • DIE AREA: 19400 sq um
  • Fp util: 31.05%
  • Site row count: slightly below 50

Power
  • Peak VDD IR: 0.5402 mV
  • P_leak: 4.578 nW
  • Pwr per Cell Area: 511.6 nW/um^2

Finish
  • Syn-to-layout area delta: 82.05%
  • Filler Cells Inserted: 1552
  • Layout cells sized above 1: 41.17%

Placed design
  • Final Wtd Congestion: 0.9258
  • DPL Wire Length: 18.51 mm
  • Place WS: -7.073 ns
  • Port bufs: 120

Min path
  • Hold Crit Class: primary input to async pin

Job
  • Tool Warnings: 33
  • Max cap viols: 0
-- per-layer routing --
layer	share of wire, %	wire length, microns
met2	44	10080
met3	4.9	1112
met4	1.3	306
met1	50	11320
met5	0	0
-- layout make-up --
type,count,area [sq um],share of cell area [%]
multi-input cells,664,5934,57.67
clock buffers,4,78.83,0.7660
repair buffers,428,3600,34.98
flip-flops and latches,5,125.1,1.216
inverters,65,266.5,2.590
well taps,229,286.5,2.784
-- power by group --
part | leakage (nW) | total (mW) | internal [mW] | switching, mW
Combinational | 4.49 | 4.83 | 2.56 | 2.27
Clock | 0.0382 | 0.297 | 0.240 | 0.0570
Sequential | 0.0502 | 0.141 | 0.114 | 0.0269
Total | 4.58 | 5.26 | 2.92 | 2.35
-- how the worst min path moves through the flow --
stage	startpoint	end	cells past startpoint
CTS	reset	state[0]	2
global route	reset	debounce_counter[2]	2
finish	reset	state[0]	2
-- kinds of logic after synthesis --
group	count (synthesis)
and+or+nand+nor	233
adders and majority gates	100
AOI/OAI and AO/OA	264
DFF	5
buffers and inverters	112
xor gates and xnor gates	6
muxes	61
-- layout by cell type, fill, tap and decap left out, types with 5 or more instances in the layout --
master,count
a211oi_1,16
a21o_1,19
a21oi_1,37
a21oi_2,11
a31o_2,9
a41oi_1,17
buf_12,6
buf_2,12
buf_4,291
buf_6,15
clkdlybuf4s15_1,5
clkdlybuf4s50_1,88
dfrtp_1,5
dlygate4sd2_1,7
ha_1,75
ha_4,22
inv_1,46
inv_2,14
mux2_1,8
mux2_2,8
mux2i_1,33
nand2_1,43
nand2_2,5
nand3_1,31
nand4_1,29
nor2_1,22
nor2b_1,12
nor3_1,21
nor4_1,11
nor4_2,5
o211a_1,6
o211ai_1,47
o21a_1,6
o21ai_0,18
o21ai_1,5
o21ai_2,12
o31a_1,5
o31ai_1,5
or4_1,14
-- sequential cells by signal, indices dropped and copies added (netlist names) --
signal,count
state,2
debounce_counter,3
-- per-stage QoR --
step	hold slack [ns]	std cells	total power, mW	area, sq um	util, %
final	0.4283	1395	5.265	10290	56.52
after global routing	0.4454	1395	5.731	10290	56.52
after CTS	0.4388	1383	4.907	9975	54.78
after detailed placement	0.4965	1343	4.276	9291	51.03
after global placement	0.4857	1343	4.255	9291	51.03
after floorplan	0.2185	781	2.516	6096	-
-- critical path: cells and delay by family --
| kind | cells | cell delay (ns) |
|---|---|---|
| AND-OR/OR-AND | 15 | 3.00 |
| adder cells (fa/ha/maj) | 4 | 1.10 |
| buffers and inverters | 11 | 1.49 |
| multiplexers | 2 | 0.52 |
| AND/OR/NAND/NOR | 10 | 1.92 |
-- what timing repair did --
action | 4_1_cts | 5_1_grt
setup buffers | 36 | 13
resized | 186 | 45
endpoints found under the setup margin | 5 | 5
gates cloned | 1 | 0
pin swaps | 74 | 38
Power is estimated from default activity; no workload was simulated.
